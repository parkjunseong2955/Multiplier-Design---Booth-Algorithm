**design.v**
```verilog
`timescale 1ns / 1ps
module Booth_Multiplier(   
    input clk,             
    input rst,             
    input St,              
    input [7:0] Mplier,    
    input [7:0] Mcand,     
    output [14:0] product  
);
    reg [1:0] cst, nst;    
    reg [2:0] Counter;     
    reg [8:0] RegB;        
    reg [8:0] ACC;         
    reg [7:0] RegC;        
    wire [7:0] Cmout;      
    wire [8:0] Addout;     
    wire Carryout;         
    parameter 
        S0 = 2'b00,        
        S1 = 2'b01,        
        S2 = 2'b10;        
    always @(posedge clk) begin
        if (!rst) begin  
            cst <= S0;
            ACC <= 0;
            Counter <= 0;
            RegB <= 0;
            RegC <= 0;
        end else begin
            cst <= nst;  
            case (cst)  
            S0: begin
                if (St == 1) begin
                    RegB <= {Mplier, 1'b0};
                    RegC <= Mcand;
                end
            end
            S1: begin
                if (RegB[0] ^ RegB[1] == 1) begin
                    ACC <= Addout;
                end
                else begin
                    ACC <= {ACC[8], ACC[8:1]};   
                    RegB <= {ACC[0], RegB[8:1]};
                    if(Counter != 7) begin
                        Counter <= Counter + 1;  
                    end
                    else begin
                        Counter <= 0;  
                    end
                end
            end
            S2: begin
                ACC <= {ACC[8], ACC[8:1]};    
                RegB <= {ACC[0], RegB[8:1]};  
                if (Counter != 7) begin
                    Counter <= Counter + 1;  
                end 
                else begin
                    Counter <= 0;  
                end                   
            end
            default: begin  
            end
        endcase
    end
    end
    always @(*) begin
        case(cst)
            S0: begin
                if (St == 1) begin
                    nst <= S1;  
                end 
                else begin
                    nst <= S0;  
                end
            end
            S1: begin        
                if (RegB[0] ^ RegB[1] == 1) begin
                    nst <= S2;  
                end
                else begin
                    if(Counter != 7) begin
                        nst <= S1;  
                    end
                    else begin
                        nst <= S0;  
                    end
                end
            end
            S2: begin
                if (Counter != 7) begin
                    nst <= S1;  
                end 
                else begin
                    nst <= S0;  
                end                  
            end
            default: begin  
            end
        endcase
    end
    assign Carryout = (RegB[1]) & (!RegB[0]);  
    assign Cmout = (Carryout == 1) ? (~RegC) : (RegC);  
    assign Addout = ACC + ({Cmout[7], Cmout} + {8'b00000000, Carryout});  
    assign product = {{7{ACC[8]}}, ACC[6:0], RegB[8:1]};  
endmodule
```
**run.sh**
```bash
#!/bin/bash
# OpenROAD 26Q1-2900-gdf79404cd8, Yosys 0.63+post, stock flow scripts
make -C /OpenROAD-flow-scripts/flow DESIGN_CONFIG=/design/flow/config.mk WORK_HOME=/design/flow/orfs finish
```
**config.mk**
```make
export PLATFORM = sky130hd
export DESIGN_NAME = Booth_Multiplier
export DESIGN_NICKNAME = Booth_Multiplier
export VERILOG_FILES = /design/flow/design.v
export SDC_FILE = /design/flow/constraint.sdc
export NUM_CORES = 4
export LEC_CHECK = 1
export CORE_AREA = 10 10 108 108
export DIE_AREA = 0 0 118 118
```
**constraint.sdc**
```tcl
current_design Booth_Multiplier

set clk_period 5.0
set clk_io_pct 0.2

create_clock -name clk0 -period $clk_period [get_ports {clk}]

set non_clock_inputs [all_inputs -no_clocks]
set_input_delay [expr $clk_period * $clk_io_pct] -clock clk0 $non_clock_inputs
set_output_delay [expr $clk_period * $clk_io_pct] -clock clk0 [all_outputs]
```
==> notes.md <==
Implementation summary

OpenSTA lists the critical path endpoint as ACC[4]. The worst setup path startpoint is RegB[1]. The net switching power in the latest report is 0.1605 mW.

From bottom edge to top edge, the die measures 118 um. Between clock sinks in the finished design, the worst skew comes to 7.652 ps. The launch instance of the worst min-delay path is ACC[8]. The synthesized area per cell is 8.764 um^2. The first-pass GRT wire length is 7307 um. For this run, the detailed router reports a per-instance via density of 4.119. Derived from the worst setup path, the maximum achievable clock frequency is 385.3 MHz. The sequential cell area is 650.6 um^2. The via count of the first global-routing pass is 1418. Final hold analysis gives a worst-case slack of 478.1 ps.

The script logs the mean routed wire length per placed instance as 11.66 um. Clock tree synthesis selected as its root buffer the cell sky130_fd_sc_hd__clkbuf_8. The total leakage power is 1.052 nW. The reg-to-reg endpoint is ACC[4]. The area of the die is 13920 um^2. For this design the top-level I/O count stands at 34. For the final routed database, the setup TNS stands at 0 ps. The total of endpoints with negative setup slack in the final report is 0. The number of antenna violations at the first check in global routing is 0.

Across all layers, the routed design uses 1528 vias. The switching share of total power is 0.2499. Walking the worst path, the cells encountered are ha_1 > xor2_1 > inv_1 > fa_1 > nor2b_1 > o21a_1 > nor2_1 > or3_2 > a41oi_1.

The count of endpoints without a timing constraint is 2. At the worst endpoint, the arrival time is 2800 ps. The run finished with clean final reports. The number of buffers created by CTS is 5. The layout report lists the multi-input gate area as 1132 um^2. The placed wire-length estimate is 3252 um. Looking at the clock tree report, the H-tree level count equals 2. The worst slew margin relative to its limit is 0.4954. The routed layout reports a DRC error count of 0. Cell internal power was estimated by the tool at 0.4817 mW. The count of placed standard cells in the final layout, fillers left out is 371. TritonCTS built the clock tree. The total overflow left after global routing is 0. The design draws 0.6422 mW. In this run, synthesis produced a sequential element count of 33. Nets still carrying antenna violations after routing amount to 0. In this run the VDD rail shows a maximum IR drop of 0.1188 mV. The power per cell area is 262.7 nW/um^2. The share of cells above drive strength 1 is 0.06612.

Warnings raised by the tools during the run amount to 28. The max capacitance violation total is 0. The critical-path maximum fanout is 8. The number of resized instances in the post-cts repair step is 0.

On the critical path, the stage with the largest delay is an instance of sky130_fd_sc_hd__ha_1. The area fraction of the largest cell type after synthesis is 0.3133. The critical path endpoint category is a flip-flop. The worst flop-to-flop path startpoint is RegB[1]. The mapped cell area is 1981 um^2. The clock-pin transition on the worst setup and hold timing paths is 70 ps. The yosys stat cell total is 226. The pin count of the biggest net entering global routing is 33.

The die is 118 um wide. The deepest clock path buffer count is 2. The first detailed-routing pass took 4 iterations. Setup repair after global routing left no endpoint under its margin. The area growth from synthesis to layout is 23.44%.

The later pin in the worst-skew pair is clocked with a latency of 280 ps. The count of synthesis-stage warnings from yosys is 1. The sequential share of power is 0.419.

In the routed netlist, the antenna diode instances number 0. The number of post-CTS setup repair buffers is 0. Data on the critical path is required at its endpoint by 5210 ps. The final standard cell utilization of the core is 0.2633.

The longest incremental delay of any stage on the critical path is reported as 420 ps. The path type of the worst min-delay path is flip-flop to flip-flop. Max-slew check failures listed in the final report amount to 0. The count of fill cells added during filler insertion is 1006. The setup slack on the worst flop-to-flop path is 2400 ps. The initial detailed-routing violation count is 63.

The power report attributes to the clock group a share of 0.401. The number of cell instances on the worst register-to-register path is 9. Yosys mapped the design onto 40 distinct sky130hd cell types.

The final weighted congestion of routability-driven global placement is 0.8313. The number of instances in the placed design is 363. The wire length recorded after detailed routing is 4326 um. The measured slew at the worst slew-check pin is 754.2 ps.

The number of instances in the synthesized netlist is 226. The area recorded from the Yosys report for this design is 1981 um^2. The fraction of the core area occupied by cells at floorplan is 0.2133.

After clock tree synthesis, the flow added hold-fix buffers numbering 0. By area the synthesized netlist is led by sky130_fd_sc_hd__dfxtp_1 (31%), sky130_fd_sc_hd__ha_1 (8.8%), sky130_fd_sc_hd__mux2i_1 (7.6%). Hold-check failures listed in the final report amount to 0. The most area-hungry cell type in the Yosys netlist is sky130_fd_sc_hd__dfxtp_1.

The core area is 9284 um^2. The number of placement rows is 35. The part of the cycle the worst path needs is 0.5191.

The count of buffers added on input and output ports is 33. The final critical-path required period is 2596 ps. STA classifies the critical path startpoint as a flip-flop. The share of total power in combinational logic is 0.180.

The worst setup path is of the flip-flop to flip-flop kind. For this run, the total global-route usage over all layers was measured as 0.06164. The count of unclocked register or latch pins is 2.
-- registers in the layout, summed over array words and instances, names as in the netlist --
register	cells
Counter	3
ACC	9
cst	2
RegC	8
RegB	9
nst	2
-- critical path: cells and delay by family (launching register included) --
kind | cells | cell delay [ps]
adders and majority gates | 2 | 830
and+or+nand+nor | 3 | 660
DFF | 1 | 380
AOI/OAI and AO/OA | 2 | 320
xor gates and xnor gates | 1 | 250
buffers and inverters | 1 | 90
-- metal layers --
layer | track usage | wire (um) | up-vias
met5 | 0 | 0 | -
met4 | 0.009274 | 47 | 0
met3 | 0.01507 | 154 | 4
met2 | 0.08986 | 1872 | 25
met1 | 0.09137 | 2252 | 692
li1 | - | - | 807
-- cell usage after synthesis --
library cell,n
sky130_fd_sc_hd__a21boi_0,8
sky130_fd_sc_hd__a21o_1,2
sky130_fd_sc_hd__a21oi_1,3
sky130_fd_sc_hd__a221oi_2,1
sky130_fd_sc_hd__a22oi_1,1
sky130_fd_sc_hd__a2bb2oi_1,1
sky130_fd_sc_hd__a311oi_1,1
sky130_fd_sc_hd__a31oi_1,3
sky130_fd_sc_hd__a41oi_1,1
sky130_fd_sc_hd__and2_1,3
sky130_fd_sc_hd__and3_1,1
sky130_fd_sc_hd__buf_2,2
sky130_fd_sc_hd__buf_4,16
sky130_fd_sc_hd__clkbuf_1,10
sky130_fd_sc_hd__dfxtp_1,31
sky130_fd_sc_hd__dlxtn_1,2
sky130_fd_sc_hd__fa_1,1
sky130_fd_sc_hd__ha_1,14
sky130_fd_sc_hd__inv_1,8
sky130_fd_sc_hd__mux2i_1,15
sky130_fd_sc_hd__nand2_1,30
sky130_fd_sc_hd__nand2b_1,2
sky130_fd_sc_hd__nand3_1,13
sky130_fd_sc_hd__nand3b_1,1
sky130_fd_sc_hd__nand4_1,1
sky130_fd_sc_hd__nor2_1,5
sky130_fd_sc_hd__nor2b_1,7
sky130_fd_sc_hd__nor3_1,1
sky130_fd_sc_hd__o2111a_1,1
sky130_fd_sc_hd__o211a_1,9
sky130_fd_sc_hd__o211ai_1,2
sky130_fd_sc_hd__o21a_1,2
sky130_fd_sc_hd__o21ai_0,12
sky130_fd_sc_hd__o21bai_1,1
sky130_fd_sc_hd__o311ai_0,1
sky130_fd_sc_hd__o41ai_2,1
sky130_fd_sc_hd__or2_2,1
sky130_fd_sc_hd__or3_2,2
sky130_fd_sc_hd__xnor2_1,3
sky130_fd_sc_hd__xor2_1,7
-- kinds of logic after synthesis --
logic type	share of synthesized area
AND/OR/NAND/NOR	0.1605
buffers and inverters	0.09982
adder cells (fa/ha/maj)	0.09855
flip-flops	0.3133
AND-OR/OR-AND	0.1927
XOR/XNOR	0.04422
multiplexers	0.07580
latches	0.01516
-- layout by cell type (no fill, tap or decap), types with 2 or more instances in the layout --
cell type,synthesis,final
sky130_fd_sc_hd__clkdlybuf4s50_1,0,33
sky130_fd_sc_hd__dfxtp_1,31,31
sky130_fd_sc_hd__nand2_1,30,30
sky130_fd_sc_hd__mux2i_1,15,15
sky130_fd_sc_hd__ha_1,14,14
sky130_fd_sc_hd__nand3_1,13,13
sky130_fd_sc_hd__o21ai_0,12,12
sky130_fd_sc_hd__o211a_1,9,9
sky130_fd_sc_hd__inv_1,8,8
sky130_fd_sc_hd__a21boi_0,8,8
sky130_fd_sc_hd__xor2_1,7,7
sky130_fd_sc_hd__nor2b_1,7,7
sky130_fd_sc_hd__clkbuf_8,0,6
sky130_fd_sc_hd__nor2_1,5,5
sky130_fd_sc_hd__a21oi_1,3,3
sky130_fd_sc_hd__and2_1,3,3
sky130_fd_sc_hd__a31oi_1,3,3
sky130_fd_sc_hd__xnor2_1,3,3
sky130_fd_sc_hd__buf_4,16,3
sky130_fd_sc_hd__a21o_1,2,2
sky130_fd_sc_hd__or3_2,2,2
sky130_fd_sc_hd__o21a_1,2,2
sky130_fd_sc_hd__o211ai_1,2,2
sky130_fd_sc_hd__nand2b_1,2,2
sky130_fd_sc_hd__dlxtn_1,2,2
-- worst min-delay path by stage --
stage / cells past startpoint / endpoint / slack (ps)
4_1_cts: 2 / ACC[8] / 480
5_1_grt: 2 / ACC[8] / 510
6_report: 2 / ACC[8] / 480
-- metrics by stage --
step                cell area [um^2]  setup WS, ps
global route                    2445          2116
CTS                             2445          2404
global placement                2327          2385
detailed placement              2327          2367
floorplan                       1981          2670
finish                          2445          2404
-- power by group through the flow --
stage	clock network (mW)	registers (mW)	logic, mW
finish	0.257	0.269	0.116
global route	0.273	0.271	0.131
CTS	0.265	0.269	0.117
-- cell type report --
cell class,count,area share
multi-input combinational,157,0.4632
sequential,33,0.2661
timing repair buffer,36,0.1443
tap,129,0.06602
clock buffer,6,0.03378
clock inverter,2,0.01433
inverter,8,0.01228
Power figures rest on the tool's default switching activity, not on a simulated workload.
